==> design/flow/design.v <==
	`default_nettype none	   
module bus_master_mux (
	input  wire [29:0] m0_addr,	    
	input  wire				   m0_as_,	    
	input  wire				   m0_rw,	    
	input  wire [31:0] m0_wr_data,  
	input  wire				   m0_grnt_,    
	input  wire [29:0] m1_addr,	    
	input  wire				   m1_as_,	    
	input  wire				   m1_rw,	    
	input  wire [31:0] m1_wr_data,  
	input  wire				   m1_grnt_,    
	input  wire [29:0] m2_addr,	    
	input  wire				   m2_as_,	    
	input  wire				   m2_rw,	    
	input  wire [31:0] m2_wr_data,  
	input  wire				   m2_grnt_,    
	input  wire [29:0] m3_addr,	    
	input  wire				   m3_as_,	    
	input  wire				   m3_rw,	    
	input  wire [31:0] m3_wr_data,  
	input  wire				   m3_grnt_,    
	output reg	[29:0] s_addr,	    
	output reg				   s_as_,	    
	output reg				   s_rw,	    
	output reg	[31:0] s_wr_data    
);
	always @(*) begin
		if (m0_grnt_ == 1'b0) begin			  
			s_addr	  = m0_addr;
			s_as_	  = m0_as_;
			s_rw	  = m0_rw;
			s_wr_data = m0_wr_data;
		end else if (m1_grnt_ == 1'b0) begin  
			s_addr	  = m1_addr;
			s_as_	  = m1_as_;
			s_rw	  = m1_rw;
			s_wr_data = m1_wr_data;
		end else if (m2_grnt_ == 1'b0) begin  
			s_addr	  = m2_addr;
			s_as_	  = m2_as_;
			s_rw	  = m2_rw;
			s_wr_data = m2_wr_data;
		end else if (m3_grnt_ == 1'b0) begin  
			s_addr	  = m3_addr;
			s_as_	  = m3_as_;
			s_rw	  = m3_rw;
			s_wr_data = m3_wr_data;
		end else begin							  
			s_addr	  = 30'h0;
			s_as_	  = 1'b1;
			s_rw	  = 1'b1;
			s_wr_data = 32'h0;
		end
	end
endmodule
==> design/flow/run.sh <==
#!/bin/bash
# OpenROAD 26Q1-2900-gdf79404cd8, Yosys 0.63+post, stock flow scripts
make -C /OpenROAD-flow-scripts/flow DESIGN_CONFIG=/design/flow/config.mk WORK_HOME=/design/flow/orfs finish
==> design/flow/config.mk <==
export PLATFORM = sky130hd
export DESIGN_NAME = bus_master_mux
export DESIGN_NICKNAME = bus_master_mux
export VERILOG_FILES = /design/flow/design.v
export SDC_FILE = /design/flow/constraint.sdc
export NUM_CORES = 4
export LEC_CHECK = 1
export CORE_AREA = 10 10 135 135
export DIE_AREA = 0 0 145 145
==> design/flow/constraint.sdc <==
current_design bus_master_mux

set clk_period 4.8
set clk_io_pct 0.2

create_clock -name clk0 -period $clk_period

set non_clock_inputs [all_inputs -no_clocks]
set_input_delay [expr $clk_period * $clk_io_pct] -clock clk0 $non_clock_inputs
set_output_delay [expr $clk_period * $clk_io_pct] -clock clk0 [all_outputs]
==> reports/metrics.csv <==
metric,value,unit
p_per_area,90.9,nW/um^2
cp_num_buf_inv,3,
place_ws,0.493,ns
instances_no_fill,745,
setup_ws,0.505,ns
maxSlewHeadroom,0.564,
fp_util,0.130,
layout_top_cell,clkdlybuf4s50_1,
maxCapViolations,0,
top_area_cell,a221oi_2,
min_from,m1_wr_data[1],
antennaDiodeCount,0,
grt_max_degree,62,
post-route-drc-count,0,
cts_setup_buffers,0,
rsz0062_at_grt,no,
syn_area_per_cell,8.44,um^2
groute.usage.overall,0.131,
cp_cell_sequence,clkdlybuf4s50_1 > nand2b_2 > buf_4 > o22ai_1 > nor2_1 > clkdlybuf4s50_1,
cp.required,3.84,ns
setup_viol,0,
finalSetupTns,0,ns
cp-start-kind,input pin,
top_cell_area_share,0.454,
chip_area,21000,um^2
drive_above_1_share,0.139,
warnings,32,
cts_resized,0,
min_path_cells,4,
clock_buffers,0,
grt_pass1_wl,22300,um
grt_pass1_vias,3533,
hpwl,12300,um
min_path_type,input pin to output pin,
ant_nets,0,
crit_fanout,29,
critPathTopFamily,buffers and inverters,
yosys_area,1980,um^2
synthDistinctLibCells,22,
syn-cell-area,1980,um^2
final.period_utilization,0.895,
crit_slowest_cell,clkdlybuf4s50_1,
drv_slew,0,
worst_setup_path_end_kind,output pin,
routedWlPerCell,19.5,um
grt_overflow,0,
io_pins,324,
critPathMaxStageDelay,0.56,ns
synthCells,235,
min_to,s_wr_data[1],
max-vdd-ir-drop,69.7,uV
hold_viol,0,
area_leaders,"a221oi_2, o22ai_1, nor2_1",
fin_crit,4.29,ns
port_buffers,324,
vias,3231,
drtIter0Drc,135,
dp_cells,745,
wl,14500,um
crit_type,input pin to output pin,
leakage,1.86,nW
vias_per_cell,4.34,
core,15300,um^2
outcome,"finished, final reports clean",
yosys_cells,235,
yosysWarnings,1,
max_freq,233,MHz
gp_congestion,0.860,
dr.pass1.iters,4,
area_growth,165,%
critPathArrivalTime,3.33,ns
register_area,0,um^2
n_sequential_cell,0,
die_w,145,um
yosysSeqAreaShare,0,
rows,45,
antenna_found_initial,0,
tightest_slew,0.655,ns
final_cell_mix,"clkdlybuf4s50_1, nor2_1, o22ai_1",
die_h,145,um
num-fill-cells,1500,
finalPower,0.000477,W
cts-hold-fix-buffers,0,
crit_top_cell,clkdlybuf4s50_1,
==> tightest hold or removal path, cell delays in order <==
cell and delay (ns):
clkdlybuf4s50_1 0.40, o22ai_1 0.10, nor2_1 0.06, clkdlybuf4s50_1 0.41
==> worst max path at each step <==
stage	start	slack, ns	cells after the start	end
finish	m1_grnt_	0.51	6	s_wr_data[0]
CTS	m1_grnt_	0.51	6	s_wr_data[0]
global route	m1_grnt_	0.37	6	s_wr_data[16]
==> area by class of cell <==
class / count / area, um^2 / share of cell area
repair buffers: 332 / 3340 / 0.635
inverters: 5 / 20.0 / 0.00381
well taps: 211 / 264 / 0.0503
multi-input cells: 197 / 1630 / 0.311
==> through the flow <==
stage / instance area (um^2) / hold WS, ns / util
global route: 5250 / 2.91 / 0.344
global placement: 5250 / 2.88 / 0.344
floorplan: 1980 / 2.00 / -
detailed placement: 5250 / 2.88 / 0.344
CTS: 5250 / 2.88 / 0.344
finish: 5250 / 2.88 / 0.344
==> metal layers <==
metal / share of wire / track usage / up-vias
met5: 0 / 0 / -
met4: 0.0016 / 0.00204 / 0
met3: 0.078 / 0.0372 / 2
met2: 0.52 / 0.239 / 171
met1: 0.40 / 0.157 / 1467
li1: - / - / 1591
==> cell usage after synthesis (all sizes together) <==
cell type	n
nand2b	1
o221ai	4
o22ai	61
a211oi	1
nand3b	1
nor2b	1
and2	1
inv	5
buf	27
nand2	1
a21oi	2
nor2	62
a221oi	61
clkbuf	6
or2b	1
==> logic make-up (layout without fill, tap and decap cells) <==
kind of cell / after synthesis / after routing / share of synthesized area
AND/OR/NAND/NOR: 68 / 68 / 0.142
buffers and inverters: 38 / 337 / 0.180
AND-OR/OR-AND: 129 / 129 / 0.678
==> report_power, final <==
part / leakage, nW / internal (W) / switching, W
sequential: 0 / 0 / 0
combinational: 1.86 / 0.000329 / 0.000149
clock: 0 / 0 / 0
total: 1.86 / 0.000329 / 0.000149
Power and IR drop assume default switching activity.
