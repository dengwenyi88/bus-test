==> config.mk <==
export PLATFORM = sky130hd
export DESIGN_NAME = bus_arbiter
export DESIGN_NICKNAME = bus_arbiter
export VERILOG_FILES = /design/flow/design.v
export SDC_FILE = /design/flow/constraint.sdc
export NUM_CORES = 4
export LEC_CHECK = 1
export CORE_AREA = 10 10 70 70
export DIE_AREA = 0 0 80 80
==> design.v <==
	`default_nettype none	   
module bus_arbiter (
	input  wire		   clk,		  
	input  wire		   reset,	  
	input  wire		   m0_req_,	  
	output reg		   m0_grnt_,  
	input  wire		   m1_req_,	  
	output reg		   m1_grnt_,  
	input  wire		   m2_req_,	  
	output reg		   m2_grnt_,  
	input  wire		   m3_req_,	  
	output reg		   m3_grnt_	  
);
	reg [1:0] owner;	  
	always @(*) begin
		m0_grnt_ = 1'b1;
		m1_grnt_ = 1'b1;
		m2_grnt_ = 1'b1;
		m3_grnt_ = 1'b1;
		case (owner)
			2'h0 : begin 
				m0_grnt_ = 1'b0;
			end
			2'h1 : begin 
				m1_grnt_ = 1'b0;
			end
			2'h2 : begin 
				m2_grnt_ = 1'b0;
			end
			2'h3 : begin 
				m3_grnt_ = 1'b0;
			end
		endcase
	end
	always @(posedge clk or negedge reset) begin
		if (reset == 1'b0) begin
			owner <= #1 2'h0;
		end else begin
			case (owner)
				2'h0 : begin
					if (m0_req_ == 1'b0) begin			 
						owner <= #1 2'h0;
					end else if (m1_req_ == 1'b0) begin  
						owner <= #1 2'h1;
					end else if (m2_req_ == 1'b0) begin  
						owner <= #1 2'h2;
					end else if (m3_req_ == 1'b0) begin  
						owner <= #1 2'h3;
					end
				end
				2'h1 : begin
					if (m1_req_ == 1'b0) begin			 
						owner <= #1 2'h1;
					end else if (m2_req_ == 1'b0) begin  
						owner <= #1 2'h2;
					end else if (m3_req_ == 1'b0) begin  
						owner <= #1 2'h3;
					end else if (m0_req_ == 1'b0) begin  
						owner <= #1 2'h0;
					end
				end
				2'h2 : begin  
					if (m2_req_ == 1'b0) begin			 
						owner <= #1 2'h2;
					end else if (m3_req_ == 1'b0) begin  
						owner <= #1 2'h3;
					end else if (m0_req_ == 1'b0) begin  
						owner <= #1 2'h0;
					end else if (m1_req_ == 1'b0) begin  
						owner <= #1 2'h1;
					end
				end
				2'h3 : begin  
					if (m3_req_ == 1'b0) begin			 
						owner <= #1 2'h3;
					end else if (m0_req_ == 1'b0) begin  
						owner <= #1 2'h0;
					end else if (m1_req_ == 1'b0) begin  
						owner <= #1 2'h1;
					end else if (m2_req_ == 1'b0) begin  
						owner <= #1 2'h2;
					end
				end
			endcase
		end
	end
endmodule
==> run.sh <==
#!/bin/bash
# OpenROAD 26Q1-2900-gdf79404cd8, Yosys 0.63+post, stock flow scripts
make -C /OpenROAD-flow-scripts/flow DESIGN_CONFIG=/design/flow/config.mk WORK_HOME=/design/flow/orfs finish
==> constraint.sdc <==
current_design bus_arbiter

set clk_period 1.4
set clk_io_pct 0.2

create_clock -name clk0 -period $clk_period [get_ports {clk}]

set non_clock_inputs [all_inputs -no_clocks]
set_input_delay [expr $clk_period * $clk_io_pct] -clock clk0 $non_clock_inputs
set_output_delay [expr $clk_period * $clk_io_pct] -clock clk0 [all_outputs]
==> flow_summary_export.csv <==
group,metric,value,unit
synth,async_flop_share,100,%
flow_run,drv_cap,0,
clock_tree,clock_path_buffers,2,
clock_tree,cts_hold_buf,0,
setup_path,cp_cell_sequence,"or3_1, buf_2",
floorplanning,fp_util,7.99,%
final_timing,drv_slew,0,
hold_path,hold_path.class,"in -> async",
floorplanning,die_y,80,um
final_timing,worst_pin_slew,278,ps
setup_path,crit_start,"owner[1]",
floorplanning,fp.dieW,80,um
floorplanning,std_cell_rows,21,
power,fin_total_pwr,0.000487,W
global_routing,grt_start_max_net_pins,9,
synth,synth.distinct_cells,18,
placement,dpl.hpwl,647,um
placement,portBuffers,9,
power,p_int,0.000355,W
synth,synth_area,273,um2
drt,wl_per_cell,8.43,um
final_timing,tns,0,ps
drt,avgViaCountPerCell,3.20,
setup_path,startpoint_type,"flop",
setup_path,crit_fanout,3,
synth,netlist.area_leader.share,27.5,%
finish,drive_above_1_share,35.8,%
clock_tree,cts.htree.levels,1,
power,ir_worst_vdd,209,uV
power,switchingPower,0.000132,W
final_timing,hold_viol,0,
clock_tree,cts.clk_slew.worst_paths,40,ps
drt,routed_wl,835,um
drt,drtPass1Iterations,4,
finish,reg_top3,"owner x4",
synth,yosys_warnings,1,
drt,postRouteAntennaNets,0,
synth,ys_seq_share,37.2,%
global_routing,grt_pass1_vias,340,
synth,syn_inst,31,
outcome,outcome,"completed",
power,p_comb_share,36.7,%
flow_run,openroad.warnings,26,
global_routing,grt_pass1_wl,1420,um
global_routing,track_usage,2.62,%
placement,placed_cell_area,465,um2
synth,synth_area_per_cell,8.80,um2
setup_path,slowest_stage,"dfrtp_1",
clock_tree,cts-root-buf,"clkbuf_4",
floorplanning,core-area,3420,um2
finish,area_growth_syn_to_layout,82.6,%
final_timing,setup_viol,0,
finish,final_cell_area,498,um2
final_timing,rsz0062_at_grt,"true",
final_timing,finalCritPeriodShare,98.4,%
synth,ys.flops,4,
clock_tree,cts_tree,"yes",
synth,ys_cells,31,
synth,largest_area_cell,"dfrtp_1",
setup_path,cp_slowest_stage_delay,370,ps
power,swShare,27.1,%
power,power.share.clock,32.8,%
global_routing,overflow,0,
finish,largest_register_ffs,4,
setup_path,crit_type,"reg -> out",
drt,drtIter0Drc,33,
final_timing,max-slew-margin-rel,81.4,%
power,p_leak,0.211,nW
finish,top_register,"owner",
setup_path,cp_data_arrival_time,1100,ps
synth,synth_chip_area,273,um2
drt,post-route-drc-count,0,
clock_tree,cts_made_buffers,3,
clock_tree,cts.sinks,4,
drt,num_vias,317,
final_timing,clock_skew,3.48,ps
synth,area_leaders,"dfrtp_1 (28%), dfstp_2 (9.6%), o21a_1 (8.3%), nand4_1 (6.9%), or3_1 (6.9%)",
setup_path,rr_startpoint,"owner[3]",
power,pwr-share-seq,30.5,%
finish,fill_cells,398,
placement,globalplace.congestion,0.729,
global_routing,antenna_found_initial,0,
final_timing,max_freq,726,MHz
drt,antennaDiodeCount,0,
floorplanning,die-area,6400,um2
power,powerDensity,978,nW/um2
setup_path,end_kind,"output port",
synth,synth-main-ff-cell,"dfrtp_1",
floorplanning,io_pins,10,
final_timing,fin_crit,1380,ps
synth,edf_count,0,
setup_path,required,1120,ps
clock_tree,clk_latency,240,ps
-- logic make-up (layout without fill, tap and decap cells) --
group | Yosys count | after routing | share of synthesized area (%)
AND-OR/OR-AND | 9 | 9 | 26.1
buffers and inverters | 3 | 25 | 5.51
flip-flops | 4 | 4 | 37.2
AND/OR/NAND/NOR | 15 | 15 | 31.2
-- power groups by stage --
stage	clock, W	combinational, W	sequential [W]
after CTS	0.000167	0.000176	0.000149
final	0.000160	0.000179	0.000149
after global routing	0.000180	0.000197	0.000153
-- critical path, delay by kind of cell, from the launching register on --
family | cells | cell delay (ps)
DFF | 1 | 370
and+or+nand+nor | 1 | 370
buffers and inverters | 1 | 120
-- cells in the final DEF (no fill, tap or decap) --
master / netlist / layout
o311ai_2: 1 / 1
nand3_1: 2 / 2
buf_2: 0 / 3
dfrtp_1: 3 / 3
o21a_1: 3 / 3
nand4_1: 3 / 3
buf_6: 0 / 1
or3_1: 3 / 3
nand2_1: 2 / 2
clkbuf_1: 0 / 1
clkbuf_2: 0 / 1
o21ai_0: 1 / 1
inv_1: 2 / 2
a32o_1: 1 / 1
clkdlybuf4s50_1: 0 / 5
nor2b_1: 1 / 1
clkbuf_4: 0 / 3
o21ai_1: 2 / 2
o211ai_1: 1 / 1
nand2b_1: 2 / 2
dfstp_2: 1 / 1
nor2_1: 1 / 1
buf_4: 1 / 9
and2b_1: 1 / 1
-- cells in the mapped netlist, types with 2 or more instances --
library cell,instances
inv_1,2
nand2b_1,2
o21ai_1,2
or3_1,3
o21a_1,3
nand4_1,3
nand2_1,2
dfrtp_1,3
nand3_1,2
-- metrics by stage --
stage	hold slack [ps]	worst slack, ps	instances	utilization, %
floorplan	-15.6	401	31	-
finish	237	21.7	99	14.6
global route	246	-31.8	99	14.6
detailed placement	491	-52.9	92	13.6
CTS	237	0.756	98	14.5
global placement	491	-25.3	92	13.6
-- metal layers --
| layer | track usage (%) | vias to the layer above | share of wire [%] |
|---|---|---|---|
| met5 | 0 | - | 0 |
| met4 | 0.704 | 0 | 0.96 |
| met3 | 1.82 | 2 | 9.3 |
| met2 | 4.01 | 8 | 47 |
| met1 | 2.88 | 148 | 42 |
| li1 | - | 159 | - |
-- area by class of cell --
cell class / instances / area [um2] / share of cell area (%)
inverter: 2 / 7.51 / 1.51
tap: 46 / 57.6 / 11.6
sequential: 4 / 101 / 20.4
timing repair buffer: 19 / 149 / 29.9
clock buffer: 4 / 26.3 / 5.28
multi-input combinational: 24 / 156 / 31.4
-- worst paths after layout --
path                       endpoint  slack (ps)  cells after the start
max                        m0_grnt_          20                      2
min                        owner[3]         240                      1
max reg2reg                owner[2]         120                      6
min reg2reg                owner[1]         670                      3
max in group asynchronous  owner[0]         930                      1
min in group clk0          owner[1]         670                      3
-- what timing repair did --
action | CTS | global route
gates resized | 12 | 1
pin swaps | 3 | 2
setup buffers | 2 | 1
setup endpoints to repair | 4 | 4
No activity file was given, so power comes from the tool's default toggle rates.
